<file path="./config.mk">
export PLATFORM = sky130hd
export DESIGN_NAME = bus_arbiter
export DESIGN_NICKNAME = bus_arbiter
export VERILOG_FILES = /design/flow/design.v
export SDC_FILE = /design/flow/constraint.sdc
export NUM_CORES = 4
export LEC_CHECK = 1
export CORE_AREA = 10 10 70 70
export DIE_AREA = 0 0 80 80
</file>
<file path="./run.sh">
#!/bin/bash
# OpenROAD 26Q1-2900-gdf79404cd8, Yosys 0.63+post, stock flow scripts
make -C /OpenROAD-flow-scripts/flow DESIGN_CONFIG=/design/flow/config.mk WORK_HOME=/design/flow/orfs finish
</file>
<file path="./design.v">
`timescale 1ns / 1ps
module bus_arbiter(
    input Ra,Rb,clk,rst,
    output reg Ga,Gb
    );
    reg [1:0] state; 
    parameter idle = 2'b00;
    parameter GrantA = 2'b01;
    parameter GrantB = 2'b10;
    always @(posedge clk)
        begin
            if(rst==1'b1)
                state <= idle;
            else begin
                case(state)
                    idle: begin
                         Ga <= 0; Gb<=0;
                         if(Ra) state <= GrantA;
                         else if(Rb) state <= GrantB;
                         else state <= idle;
                    end
                     GrantA: begin
                           Ga <= 1; Gb<=0;
                           if(Ra) state <= GrantA;
                           else if(Rb==1 && Ra==0) state <= GrantB;
                           else state <= idle;
                     end
                      GrantB: begin
                           Ga <= 0; Gb<=1;
                           if(Rb) state <= GrantB;
                           else if(Rb==0 && Ra==1) state <= GrantB;
                           else state <= idle;
                     end
                endcase
            end
        end
endmodule
module bus_arbiter_tb;
     reg Ra,Rb,clk,rst;
     wire Ga,Gb;
bus_arbiter uut(Ra,Rb,clk,rst,Ga,Gb);
initial clk=0;
always #10 clk=~clk;
initial begin
    rst=0;
    Ra=1; Rb=0; #20 Ra=0; Rb=1;
end
endmodule
</file>
<file path="./constraint.sdc">
current_design bus_arbiter

set clk_period 1.2
set clk_io_pct 0.2

create_clock -name clk0 -period $clk_period [get_ports {clk}]

set non_clock_inputs [all_inputs -no_clocks]
set_input_delay [expr $clk_period * $clk_io_pct] -clock clk0 $non_clock_inputs
set_output_delay [expr $clk_period * $clk_io_pct] -clock clk0 [all_outputs]
</file>
==> results_dict.tcl <==
# metrics dict for downstream scripts
set metrics [dict create \
    placedCellCount 68 \
    topCellsByArea "dfxtp_1 32%, edfxtp_1 32%, nor2b_1 6.6%" \
    cts.clk_slew.worst_paths_ns 0.04 \
    grt_pass1_wl_um 710 \
    rr_startpoint "state[1]$_DFF_P_" \
    wire_per_inst_um 5.44 \
    period_needed_ns 1.09 \
    pwr-share-clk 0.436 \
    grt.overflow.total 0 \
    htreeDepth 1 \
    path_cells "or3_4 -> nor2b_1" \
    die_w_um 80 \
    reg2reg_to "Ga$_DFFE_PP_" \
    chipArea_um2 6400 \
    first_pass_iters 2 \
    first_global_vias 162 \
    drc 0 \
    power_frac_comb 0.100 \
    startpoint "state[1]$_DFF_P_" \
    clk_latency_ns 0.24 \
    num_rows 21 \
    yosys_area_um2 189 \
    post_cts_buffers 0 \
    worst_pin_slew_ns 0.164 \
    rsz0062_at_grt "no" \
    cts_max_path_buffers 2 \
    min_from "state[1]$_DFF_P_" \
    hold-path-endpoint "Gb$_DFFE_PP_" \
    setup_viol_count_final 0 \
    die_y_um 80 \
    max_freq_mhz 916 \
    ys.warnings.count 1 \
    required_ns 1.20 \
    r2r_cells 2 \
    drv_cap 0 \
    place_congestion 0.736 \
    worst-path-max-fanout 4 \
    critical_path.slowest_cell "or3_4" \
    worstSetupPathType "register to register" \
    internal_power_uw 345 \
    ys_types 10 \
    lay_top_cells "3 x nor2_1, 3 x clkbuf_4, 3 x clkdlybuf4s50_1, 3 x dfxtp_1" \
    ir_worst_vdd_mv 0.237 \
    fin_crit_sh 0.910 \
    p_sw_uw 82.3 \
    final_core_util 0.0960 \
    powerDensity_nw_per_um2 1300 \
    num_antenna_cells 0 \
    fin_hold_ws_ns 0.492 \
    antenna_found_initial 0 \
    largest_area_cell "dfxtp_1" \
    grt_usage 0.0142 \
    avgSynthCellArea_um2 11.8 \
    portBuffers 5 \
    r2r_setup_slack_ns 0.11 \
    yosys_register_bits 5 \
    drt_iter0_markers 9 \
    drt.antenna.violating_nets 0 \
    yosysTopAreaCellShare 0.318 \
    fin_skew_ns 0.000483 \
    postSynthCellCount 16 \
    coreArea_um2 3420 \
    critPathArrivalTime_ns 1.10 \
    path_delay_family "simple AND/OR/NAND/NOR gates" \
    syn_to_final_growth_pct 73.5 \
    ys_cells 16 \
    synth_area_um2 189 \
    hold_viol 0 \
    final_area_um2 328 \
    run_status "completed" \
    grt_max_degree 5 \
    vias 147 \
    switching_share 0.193 \
    clock-sinks 5 \
    yosysSeqAreaShare 0.636 \
    tool_warnings 25 \
    relSlewSlack 0.890 \
    tns_ns 0 \
    hold_path_class "register to register" \
    wl_um 392 \
    cp-end-kind "register" \
    fp_util 0.0553 \
    holdPathStages 0 \
    drive_above_1_share 0.192 \
    pin_count 6 \
    crit_buf_inv 0 \
    cts_root_buf "clkbuf_4" \
    drv_slew 0 \
    viasPerCell 2.04 \
    place_area_um2 304 \
    finalNonFillerCells 72 \
    numCtsBuffers 3 \
    p_seq_frac 0.464 \
    max_stage_delay_ns 0.39 \
    cts_tree "built" \
    leakage_nw 0.116 \
    crit_path_start_kind "register" \
]
## power by group through the flow
stage,sequential [mW],combinational (mW),clock (mW)
6_report,0.199,0.0426,0.186
5_1_grt,0.200,0.0486,0.215
4_1_cts,0.198,0.0435,0.195
## area by class of cell
type / count / area, um^2
flip-flops and latches: 5 / 120
clock buffers: 4 / 26.3
well taps: 46 / 57.6
multi-input cells: 10 / 65.1
repair buffers: 6 / 55.1
inverters: 1 / 3.75
fillers: 406 / 3090
## metrics by stage
step / setup WS [ns] / power [mW]
2_1_floorplan: 0.142 / 0.218
3_3_place_gp: 0.0498 / 0.246
3_5_place_dp: 0.0291 / 0.248
4_1_cts: 0.108 / 0.437
5_1_grt: 0.0604 / 0.464
6_report: 0.108 / 0.427
## synthesized netlist by cell type (all sizes together)
cell and count:
nor3b 1, o21bai 1, a21o 1, nor2 3, dfxtp 3, inv 1, or3 1, a211oi 1
nor2b 2, edfxtp 2
## cells by family (layout without fill, tap and decap cells)
group / Yosys count / after routing / synth area share
AND-OR/OR-AND: 3 / 3 / 0.119
flip-flops: 5 / 5 / 0.636
buffers and inverters: 1 / 11 / 0.0198
AND/OR/NAND/NOR: 7 / 7 / 0.225
## registers in the layout, indices dropped and copies added (netlist names)
name,flops
Gb,1
Ga,1
state,3
## what timing repair did
action	in CTS	in global routing
resized	2	0
hold buffers	0	0
setup endpoints to repair	2	0
## layer usage
metal / vias to the layer above / track usage / routed length, um
met2: 8 / 0.0177 / 135
li1: 76 / - / -
met5: - / 0 / 0
met4: 0 / 0.00528 / 9
met1: 61 / 0.0154 / 174
met3: 2 / 0.0148 / 73
## worst max-delay path by stage
| stage | endpoint | slack (ns) | cells after the start |
|---|---|---|---|
| CTS | Ga$_DFFE_PP_ | 0.11 | 2 |
| global route | Gb$_DFFE_PP_ | 0.06 | 2 |
| finish | Ga$_DFFE_PP_ | 0.11 | 2 |
No activity file was given, so power comes from the tool's default toggle rates.
